File: design/flow/config.mk
export PLATFORM = sky130hd
export DESIGN_NAME = rand_parm
export DESIGN_NICKNAME = rand_parm
export VERILOG_FILES = /design/flow/design.v
export SDC_FILE = /design/flow/constraint.sdc
export NUM_CORES = 4
export LEC_CHECK = 1
export CORE_AREA = 10 10 105 105
export DIE_AREA = 0 0 115 115
File: design/flow/run.sh
#!/bin/bash
# OpenROAD 26Q1-2900-gdf79404cd8, Yosys 0.63+post, stock flow scripts
make -C /OpenROAD-flow-scripts/flow DESIGN_CONFIG=/design/flow/config.mk WORK_HOME=/design/flow/orfs finish
File: design/flow/design.v
module randomizer(
	input reset, clk,
	input in_bits,
	input in_valid,
	output reg out_bits,
	output reg out_valid,
	input [14:0] rand_iv,
	input reload);
	reg [14:0] vect;
	reg nout;
	reg nvalid;
	always @ (posedge clk or posedge reset) begin
		if (reset) begin
			nout   <= 0;
			nvalid <= 0;
			vect   <= 0;
		end else begin
			if (reload) begin
				nvalid <= 0;
				nout   <= 0;
				vect   <= rand_iv;
			end else if (in_valid) begin
				nvalid <= 1;
				nout   <= in_bits ^ (vect[13] ^ vect[14]);
				vect   <= { vect[13:0], vect[13] ^ vect[14] };
			end else begin
				nvalid <= 0;
				nout   <= 0;
				vect   <= vect;
			end
		end
	end
	always @ (negedge clk or posedge reset) begin
		if (reset) begin
			out_valid <= 0;
			out_bits  <= 0;
		end else begin
			out_valid <= nvalid;
			out_bits  <= nout;
		end
	end
endmodule
module rand_parm
	#(parameter bits_pclk = 8)(
	input reset, clk,
	input [bits_pclk-1:0] in_bits,
	input in_valid,
	output reg [bits_pclk-1:0] out_bits,
	output reg out_valid,
	input [14:0] rand_iv,
	input reload);
	reg [14:0] vect;
	reg [bits_pclk-1:0]  nout;
	reg nvalid;
	always @ (posedge clk or posedge reset) begin
		if (reset) begin
			nvalid <= 0;
			nout   <= 0;
			vect   <= 0;
		end else begin
			if (reload) begin
				nvalid <= 0;
				nout   <= 0;
				vect   <= rand_iv;
			end else if (in_valid) begin
				nvalid <= 1;
				nout   <= in_bits ^ (vect[13 -: bits_pclk] ^ vect[14 -: bits_pclk]);
				vect   <= { vect[14 - bits_pclk:0],
					vect[13 -: bits_pclk] ^ vect[14 -: bits_pclk] };
			end else begin
				nvalid <= 0;
				nout   <= 0;
				vect   <= vect;
			end
		end
	end
	always @ (negedge clk or posedge reset) begin
		if (reset) begin
			out_valid <= 0;
			out_bits  <= 0;
		end else begin
			out_valid <= nvalid;
			out_bits  <= nout;
		end
	end
endmodule
File: design/flow/constraint.sdc
current_design rand_parm

set clk_period 1.5
set clk_io_pct 0.2

create_clock -name clk0 -period $clk_period [get_ports {clk}]

set non_clock_inputs [all_inputs -no_clocks]
set_input_delay [expr $clk_period * $clk_io_pct] -clock clk0 $non_clock_inputs
set_output_delay [expr $clk_period * $clk_io_pct] -clock clk0 [all_outputs]
==> out/summary.rpt <==
STATUS
------------------------------------------------------------------------------------------------------
Status                                                                                    finished with violations
Violations in the final reports                                                           negative setup slack

FLOORPLANNING
------------------------------------------------------------------------------------------------------
Die Y                                                                                           115 um
Core footprint                                                                                8760 um2
Die span in x                                                                                   115 um
Number of standard-cell rows in the floorplan                                                       34
Overall chip area                                                                            13200 um2
Core utilization at floorplan                                                                    0.172
Top-Level Pins                                                                                      36

PLACEMENT
------------------------------------------------------------------------------------------------------
I/O Buffers                                                                                         35
Placed wire-length estimate after detailed placement                                           2.55 mm
Routability Congestion                                                                           0.768

CLOCKING
------------------------------------------------------------------------------------------------------
Number of levels in the clock H-tree                                                                 2
Number of sinks driven by the clock tree                                                            33
Latency at later pin                                                                            280 ps
Clock transition at the register clock pins on the worst setup and hold paths after CTS          70 ps
Post-CTS Repair Setup Buffers                                                                        0
Buffer cell driving the clock tree root                                                       clkbuf_8
Deepest clock path buffer count                                                                      2
Number of CTS-inserted buffers                                                                       5
TritonCTS clock tree                                                                             built
Quantity of hold-fixing buffers added after cts                                                      0

SETUP PATH
------------------------------------------------------------------------------------------------------
Arrival time of the worst setup path                                                           1520 ps
Critical Path RT                                                                               1200 ps
Buffers & Inverters on Critical Path                                                                 1
Critical R2R Launch                                                                             nvalid
Worst reg2reg setup slack                                                                       240 ps
Number of cells on the worst reg-to-reg path                                                         0
Dominant delay contributor by cell family on the critical path                              flip-flops
Worst setup SP type                                                                               flop
Cell breakdown of the critical path                                                              buf_2
Endpoint class of the critical path                                                        output port
Reg-to-Reg End                                                                               out_valid
Logic depth of the worst path, buffers included                                                      1
Critical Setup Path Class                                                                   reg -> out
Largest fanout of any net on the critical path                                                       1
Source of the critical timing path                                                         out_bits[1]
Maximum cell stage delay along the critical path                                                390 ps
CP max-delay cell                                                                              dfrtn_1
Destination of the critical timing path                                                    out_bits[1]

GLOBAL ROUTE
------------------------------------------------------------------------------------------------------
Met1 layer usage reported by global route                                                       0.0783
Pin count of the biggest net entering global routing                                                22
Total GRT Usage                                                                                 0.0530
Global-route met2 utilization                                                                   0.0721
Vias in the first global route                                                                    1045
Wire length of the first global-routing pass                                                   5.61 mm
Met3 usage in global routing                                                                    0.0243
Remaining global-route overflow                                                                      0
Number of antenna violations at the first check in global routing                                    0
Layer carrying the most global-route usage                                                        met1

SYNTH
------------------------------------------------------------------------------------------------------
Dominant kind of combinational cell                                                       XOR/XNOR gates
Average size of a mapped cell                                                                 12.9 um2
Area fraction in mux cells                                                                      0.0464
YS chip area                                                                                  1510 um2
Cells in synth_stat.txt                                                                            117
XOR/XNOR share of the synthesized area                                                           0.166
Area fraction in and, or, nand and nor cells after synthesis                                     0.111
Number of standard cells after synthesis                                                           117
Post-synth cell types                                                                               18
FA/HA/MAJ Cells, Area Fraction                                                                       0
Number of warning messages in the yosys log                                                          1
Share of synthesized area occupied by flip-flops and latches                                     0.547
Flip-flop and latch count after synthesis                                                           33
Compound-Gate Fraction of Synth Area                                                            0.0663
Post-synth design cell area                                                                   1510 um2

JOB
------------------------------------------------------------------------------------------------------
Count of tool warnings                                                                              27
Number of max-cap violations                                                                         0

FINAL TIMING
------------------------------------------------------------------------------------------------------
Worst hold slack after final layout                                                             382 ps
Final hold viol count                                                                                0
Setup slack of the critical path after layout                                                  -315 ps
Sum Neg Setup Slack                                                                           -2730 ps
Setup violation total in the final timing report                                                     9
Setup repair after global routing missed its margin                                                yes
Number of max-slew violations in the final report                                                    0
Normalized max-slew margin                                                                       0.822
Transition at the pin with the smallest max-transition slack                                    267 ps
Clock tree skew after final layout                                                             9.62 ps

DRT
------------------------------------------------------------------------------------------------------
Total number of vias                                                                               952
Diodes inserted                                                                                      0
Avg Vias per Cell                                                                                 3.54
Violation count after the first detailed-route iteration                                            15
Avg WL per Cell                                                                                12.7 um
DRC violations left                                                                                  0
Aggregate routed wire length                                                                   3.41 mm
Count of nets left with antenna violations after detail routing                                      0
TritonRoute pass-1 iters                                                                             4

FINISH
------------------------------------------------------------------------------------------------------
Top cells excl fill/tap                                                                   26 x clkdlybuf4s50_1, 24 x dfrtp_1, 15 x nand2_1, 11 x buf_4
Highest-count logic cell in the final layout                                              clkdlybuf4s50_1
Area Overhead vs Synth                                                                           38.5%
Fill cell total of the finished layout                                                             935
Fraction of final layout cells sized beyond drive strength 1                                     0.217

POWER AND IR DROP
------------------------------------------------------------------------------------------------------
Peak ir drop on the vdd network                                                               0.389 mV
Pwr Density                                                                                1050 nW/um2
Leak Pwr                                                                                      0.970 nW

WORST HOLD PATH
------------------------------------------------------------------------------------------------------
Path category of the worst min-delay check                                                 in -> async

==> layout make-up <==
| cell class | instances | area (um2) | area share |
|---|---|---|---|
| Clock inverter | 1 | 5.00 | 0.00240 |
| Timing Repair Buffer | 48 | 428 | 0.205 |
| Tap cell | 108 | 135 | 0.0647 |
| Multi-Input combinational cell | 70 | 588 | 0.281 |
| Clock buffer | 7 | 96.3 | 0.0461 |
| Inverter | 2 | 11.3 | 0.00539 |
| Sequential cell | 33 | 826 | 0.395 |
==> state kept, by name, indices dropped and copies added (netlist names) <==
signal / flops
nvalid: 1
out_bits: 8
vect: 15
nout: 8
out_valid: 1
==> cells by family (layout without fill, tap and decap cells) <==
| family | after synthesis | in the layout |
|---|---|---|
| AOI/OAI and AO/OA | 15 | 15 |
| xor gates and xnor gates | 16 | 16 |
| buffers and inverters | 14 | 58 |
| DFF | 33 | 33 |
| muxes | 7 | 7 |
| and+or+nand+nor | 32 | 32 |
==> report_power, final <==
part	internal (W)	switching, W	total, W	leakage (nW)
logic	0.000282	0.000125	0.000407	0.492
clock network	0.000415	0.000320	0.000735	0.0542
registers	0.000984	0.0000734	0.00106	0.423
total	0.00168	0.000518	0.00220	0.970
==> how the worst min path moves through the flow <==
| stage | cells after the start | to | slack, ps | startpoint |
|---|---|---|---|---|
| after CTS | 3 | nvalid | 380 | reset |
| after global routing | 3 | nvalid | 390 | reset |
| final | 3 | nvalid | 380 | reset |
==> cells in the mapped netlist <==
library cell | count | area [um2]
buf_4 | 6 | 45.0
xnor2_1 | 8 | 70.1
nor2_2 | 2 | 12.5
o21ai_0 | 7 | 35.0
nor2_1 | 6 | 22.5
dfrtp_1 | 24 | 601
nand2b_1 | 1 | 6.26
mux2i_1 | 7 | 70.1
or3b_1 | 7 | 61.3
xnor3_1 | 8 | 180
buf_6 | 2 | 22.5
o211ai_1 | 7 | 52.6
or3b_2 | 1 | 8.76
inv_1 | 2 | 7.51
buf_2 | 4 | 20.0
nand2_1 | 15 | 56.3
dfrtn_1 | 9 | 225
o211ai_2 | 1 | 12.5
==> timing repair <==
action | CTS | global route
cloned | 0 | 0
resized | 27 | 0
setup endpoints to repair | 9 | 9
==> per-layer routing <==
| metal | vias to the layer above | routed length (um) | part of all wire |
|---|---|---|---|
| li1 | 476 | - | - |
| met4 | 0 | 17 | 0.0050 |
| met3 | 2 | 307 | 0.090 |
| met2 | 27 | 1420 | 0.42 |
| met5 | - | 0 | 0 |
| met1 | 447 | 1660 | 0.49 |
==> stage by stage <==
stage | utilization | std cells | power [W] | setup slack (ps) | cell area, um2
6_report | 0.238 | 269 | 0.00220 | -315 | 2090
2_1_floorplan | - | 117 | 0.00134 | 113 | 1510
3_3_place_gp | 0.232 | 261 | 0.00150 | -390 | 2030
4_1_cts | 0.238 | 269 | 0.00224 | -328 | 2090
3_5_place_dp | 0.232 | 261 | 0.00151 | -384 | 2030
5_1_grt | 0.238 | 269 | 0.00233 | -366 | 2090
==> tightest hold or removal path, stage by stage <==
cell and delay (ps):
clkdlybuf4s50_1 440, clkinvlp_4 110, buf_4 130
Power figures rest on the tool's default switching activity, not on a simulated workload.
